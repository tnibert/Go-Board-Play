==> design.v <==
module Timed_Counter #(parameter CYCLES_PER_SEC = 25000000) (
  input  i_Clk,
  output [3:0] o_Count
);
  reg [$clog2(CYCLES_PER_SEC)-1:0] r_Track = 0;
  reg [3:0] r_Count                        = 4'b0000;
  always @(posedge i_Clk)
  begin
    if (r_Track < CYCLES_PER_SEC - 1)
    begin
      r_Track <= r_Track + 1;
    end
    else if (r_Track == CYCLES_PER_SEC - 1 && r_Count < 9)
    begin
      r_Count <= r_Count + 1;
      r_Track <= 0;
    end
    else
    begin
      r_Count <= 4'b0000;
      r_Track <= 0;
    end
  end
  assign o_Count = r_Count;
endmodule
module Debounce_Filter #(parameter DEBOUNCE_LIMIT = 20) (
  input  i_Clk,
  input  i_Bouncy,
  output o_Debounced
);
  reg [$clog2(DEBOUNCE_LIMIT)-1:0] r_Count = 0;
  reg r_State = 1'b0;
  always @(posedge i_Clk)
  begin
    if (i_Bouncy !== r_State && r_Count < DEBOUNCE_LIMIT-1)
    begin
      r_Count <= r_Count + 1;
    end
    else if (r_Count == DEBOUNCE_LIMIT-1)
    begin
      r_State <= i_Bouncy;
      r_Count <= 0;
    end
    else
    begin
      r_Count <= 0;
    end
  end
  assign o_Debounced = r_State;
endmodule
module LED_Toggle(
  input  i_Clk,
  input  i_Switch,
  output o_LED
);
  reg r_LED    = 1'b0;
  reg r_Switch = 1'b0;
  always @(posedge i_Clk)
  begin
    r_Switch <= i_Switch;
    if (i_Switch == 1'b0 && r_Switch == 1'b1)
    begin
      r_LED <= ~r_LED;
    end
  end
  assign o_LED = r_LED;
endmodule
module Binary_To_7Segment(
  input i_Clk,
  input [3:0] i_Binary_Num,
  output o_Segment_A,
  output o_Segment_B,
  output o_Segment_C,
  output o_Segment_D,
  output o_Segment_E,
  output o_Segment_F,
  output o_Segment_G
);
  reg [6:0] r_Encoding;
  always @(posedge i_Clk)
    begin
      case (i_Binary_Num)
        4'b0000 : r_Encoding <= 7'b1111110;  
        4'b0001 : r_Encoding <= 7'b0110000;  
        4'b0010 : r_Encoding <= 7'b1101101;  
        4'b0011 : r_Encoding <= 7'b1111001;  
        4'b0100 : r_Encoding <= 7'b0110011;  
        4'b0101 : r_Encoding <= 7'b1011011;  
        4'b0110 : r_Encoding <= 7'b1011111;  
        4'b0111 : r_Encoding <= 7'b1110000;  
        4'b1000 : r_Encoding <= 7'b1111111;  
        4'b1001 : r_Encoding <= 7'b1111011;  
        default : r_Encoding <= 7'b1001111;  
      endcase
    end
    assign o_Segment_A = r_Encoding[6];
    assign o_Segment_B = r_Encoding[5];
    assign o_Segment_C = r_Encoding[4];
    assign o_Segment_D = r_Encoding[3];
    assign o_Segment_E = r_Encoding[2];
    assign o_Segment_F = r_Encoding[1];
    assign o_Segment_G = r_Encoding[0];
endmodule
module top(
  input  i_Clk,
  input  i_Switch_1,
  input  i_Switch_2,
  input  i_Switch_3,
  input  i_Switch_4,
  output o_LED_1,
  output o_LED_2,
  output o_LED_3,
  output o_LED_4,
  output o_Segment2_A,
  output o_Segment2_B,
  output o_Segment2_C,
  output o_Segment2_D,
  output o_Segment2_E,
  output o_Segment2_F,
  output o_Segment2_G
);
  localparam CLKS_PER_SEC   = 25000000;  
  localparam DEBOUNCE_LIMIT = 250000;    
  wire w_Segment2_A, w_Segment2_B, w_Segment2_C, w_Segment2_D;
  wire w_Segment2_E, w_Segment2_F, w_Segment2_G;
  wire [3:0] w_Count;
  Timed_Counter #(.CYCLES_PER_SEC(CLKS_PER_SEC)) Timed_Counter_Inst
  (
    .i_Clk(i_Clk),
    .o_Count(w_Count)
  );
  Binary_To_7Segment Binary_To_7Segment_Inst
  (
    .i_Clk(i_Clk),
    .i_Binary_Num(w_Count),
    .o_Segment_A(w_Segment2_A),
    .o_Segment_B(w_Segment2_B),
    .o_Segment_C(w_Segment2_C),
    .o_Segment_D(w_Segment2_D),
    .o_Segment_E(w_Segment2_E),
    .o_Segment_F(w_Segment2_F),
    .o_Segment_G(w_Segment2_G)
  );
  Debounced_LED_Toggle #(.DEBOUNCE_LIMIT(DEBOUNCE_LIMIT)) Debounce_LED_1_Inst
  (
    .i_Clk(i_Clk),
    .i_Switch(i_Switch_1),
    .o_LED(o_LED_1)
  );
  Debounced_LED_Toggle #(.DEBOUNCE_LIMIT(DEBOUNCE_LIMIT)) Debounce_LED_2_Inst
  (
    .i_Clk(i_Clk),
    .i_Switch(i_Switch_2),
    .o_LED(o_LED_2)
  );
  Debounced_LED_Toggle #(.DEBOUNCE_LIMIT(DEBOUNCE_LIMIT)) Debounce_LED_3_Inst
  (
    .i_Clk(i_Clk),
    .i_Switch(i_Switch_3),
    .o_LED(o_LED_3)
  );
  Debounced_LED_Toggle #(.DEBOUNCE_LIMIT(DEBOUNCE_LIMIT)) Debounce_LED_4_Inst
  (
    .i_Clk(i_Clk),
    .i_Switch(i_Switch_4),
    .o_LED(o_LED_4)
  );
  assign o_Segment2_A = !w_Segment2_A;
  assign o_Segment2_B = !w_Segment2_B;
  assign o_Segment2_C = !w_Segment2_C;
  assign o_Segment2_D = !w_Segment2_D;
  assign o_Segment2_E = !w_Segment2_E;
  assign o_Segment2_F = !w_Segment2_F;
  assign o_Segment2_G = !w_Segment2_G;
endmodule
module Debounced_LED_Toggle #(parameter DEBOUNCE_LIMIT = 20) (
  input  i_Clk,
  input  i_Switch,
  output o_LED
) ;
  wire w_Debounced_Switch;
  Debounce_Filter #(.DEBOUNCE_LIMIT(DEBOUNCE_LIMIT)) Debounce_Inst
  (.i_Clk(i_Clk),
   .i_Bouncy(i_Switch),
   .o_Debounced(w_Debounced_Switch));
  LED_Toggle LED_Toggle_Inst
  (.i_Clk(i_Clk),
   .i_Switch(w_Debounced_Switch),
   .o_LED(o_LED));
endmodule
==> run.sh <==
#!/bin/bash
# OpenROAD 26Q1-2900-gdf79404cd8, Yosys 0.63+post, stock flow scripts
make -C /OpenROAD-flow-scripts/flow DESIGN_CONFIG=/design/flow/config.mk WORK_HOME=/design/flow/orfs finish
==> config.mk <==
export PLATFORM = sky130hd
export DESIGN_NAME = top
export DESIGN_NICKNAME = top
export VERILOG_FILES = /design/flow/design.v
export SDC_FILE = /design/flow/constraint.sdc
export NUM_CORES = 4
export LEC_CHECK = 1
export CORE_UTILIZATION = 50
==> constraint.sdc <==
current_design top

set clk_period 3.5
set clk_io_pct 0.2

create_clock -name clk0 -period $clk_period [get_ports {i_Clk}]

set non_clock_inputs [all_inputs -no_clocks]
set_input_delay [expr $clk_period * $clk_io_pct] -clock clk0 $non_clock_inputs
set_output_delay [expr $clk_period * $clk_io_pct] -clock clk0 [all_outputs]
==> results_slide.txt <==
Run Summary

Synthesis
  – Top cells by count: nor2_1, dfxtp_1, xor2_1
  – Count leader, synth: nor2_1
  – Yosys Instances: 578
  – Area share, top type: between 40% and 50%
  – Synth Register Bits: 120
  – Leading area contributor after synthesis: dfxtp_1
  – Dominant flop cell: dfxtp_1
  – Mean post-synth cell area: around 9.1 um^2
  – YS chip area: ~5300 um^2
  – Synth Seq Share: a little under half
  – EDFF count, synth: 12
  – Top cells by area: dfxtp_1, nor2_1, xor2_1
  – Cell area after synthesis: between 5000 and 6000 um^2
  – Synth warnings: 4
  – Synthesized instance count: 578
  – Count of cell types in the netlist: 43
  – Ys async rst share: 0%

Critical path
  – Crit path launch type: flip-flop
  – Crit-path max FO: 28
  – Kind of critical path: reg2reg
  – Cell count of the worst reg-to-reg path: 5
  – Worst Path Arrival: 2.46 ns
  – Worst reg2reg setup slack: ~1.2 ns
  – Reg2Reg Launch Point: Timed_Counter_Inst.r_Track[19]
  – Worst setup EP type: flip-flop
  – R2r endpoint: Timed_Counter_Inst.r_Count[2]
  – CP required: 3.68 ns

Routing
  – Vias: between 3000 and 4000
  – Violation tally from detailed-route iteration zero: between 90 and 100
  – Post-route ant nets: 0
  – Antenna cells: 0
  – WL/cell: around 11 um
  – Detailed-route vias per instance: around 5
  – DR DRC count: 0
  – Final WL: 8360 um
  – TritonRoute pass-1 iters: 4

Clock network
  – CTS max path bufs: 2
  – Clock-pin slew on the worst setup and hold paths: ~0.050 ns
  – Number of H-tree levels: 4
  – CTS root buf: clkbuf_8
  – CTS tree: built
  – Post-CTS Setup Inserts: 0
  – Cts hold-fix bufs: 0
  – CTS buffer count: 17
  – Post-CTS Resized: 0
  – Sink Count: 120
  – Worst skew pair latency: ~0.51 ns

Timing
  – Max Clock Freq: around 440 MHz
  – Slew Viols, Final: 0
  – Headroom to the max-slew limit: a little over two fifths
  – Fin crit period: 2.276 ns
  – Tightest Pin Transition: around 0.84 ns
  – Hold Fails Final Rpt: 0
  – Worst Clk Skew: 0.007519 ns
  – Setup_tns: 0 ns
  – RSZ-0062 raised after global routing: no
  – Final worst setup slack: 1.224 ns
  – Worst Hold Slack: between 0.4 and 0.5 ns
  – Final setup vio count: 0
  – Fin crit share: around 65%

Placed design
  – Placer Congestion: between 0.8 and 0.9
  – Worst slack, placed: between 1 and 1.5 ns
  – Dpl cell area: between 5000 and 6000 um^2
  – Number of port buffers: 15
  – HPWL Detailed: 5378 um

Power and ir drop
  – Leakage power: 0.002238 uW
  – Power per cell area: 496.4 nW/um^2
  – Total Power: approximately 3000 uW
  – VDD IR max: between 300 and 400 uV

Cells and area
  – Area grow syn2layout: 15.22%
  – Post-Layout Inst Area: just over 6000 um^2
  – Layout cells sized above 1: under 10%

Global route
  – Global-route wire length before repair: roughly 15000 um
  – Busiest grt layer: met1
  – Routing usage on met1: around 28%
  – Gr ovfl total: 0
  – Initial antenna violation count: 0
  – Vias in the first global route: about 3400
  – Met2 usage in global routing: between 20% and 30%
  – Total GRT Usage: approximately 17%
  – Largest net degree at the start of global routing: 29
  – Global Route met3 Usage: under 10%

Min path
  – Hold Path Stages: 0
  – Worst hold path type: reg2reg
  – Hold Path End: Debounce_LED_2_Inst.LED_Toggle_Inst.r_Switch
  – Min-delay src: Debounce_LED_2_Inst.Debounce_Inst.r_State

Outcome
  – Status: complete, no violations

Floorplanning
  – Die Width: around 100 um
  – Row Count: 37
  – Io pins: 16
  – Die H: around 100 um
  – Chip area: ~11000 um^2
  – Core footprint: a little over 10000 um^2
  – Floorplan core density: between 50% and 60%

Job
  – OpenROAD warning count: 31
  – MaxCap Viol Count: 0
## registers in the layout, summed over array words and instances (netlist names), 4 cells and up
register                                   cells
Timed_Counter_Inst.r_Count                     4
Debounce_LED_1_Inst.Debounce_Inst.r_Count     18
Binary_To_7Segment_Inst.r_Encoding             7
Timed_Counter_Inst.r_Track                    25
Debounce_LED_2_Inst.Debounce_Inst.r_Count     18
Debounce_LED_4_Inst.Debounce_Inst.r_Count     18
Debounce_LED_3_Inst.Debounce_Inst.r_Count     18
## through the flow
stage               cells  utilization [%]
floorplan             578                -
global placement      719            53.88
detailed placement    719            53.88
CTS                   751            59.25
finish                751            59.25
global route          751            59.25
## area by class of cell
cell class,count,area (um^2)
Inverter,30,112.6
Tap cell,136,170.2
Timing Repair Buffer,17,165.2
Multi-Input combinational cell,416,2567
Clock inverter,1,5.005
Clock buffer,31,546.8
Fill cell,866,4188
Sequential cell,120,2522
## worst max path at each step
stage	end	slack [ns]	from
4_1_cts	Timed_Counter_Inst.r_Count[0]	1.26	Timed_Counter_Inst.r_Track[19]
5_1_grt	Timed_Counter_Inst.r_Count[0]	1.09	Timed_Counter_Inst.r_Track[2]
6_report	Timed_Counter_Inst.r_Count[2]	1.22	Timed_Counter_Inst.r_Track[19]
## cell usage in the layout, fill, tap and decap left out, types with 3 or more instances in the layout
master / count
nand2b_1: 5
nor3_1: 10
o21ai_0: 7
inv_1: 30
clkbuf_1: 6
nand4_1: 20
ha_1: 12
nor2b_1: 9
nand2_1: 26
clkbuf_16: 16
a21oi_1: 7
xor2_1: 45
nand3_1: 44
nor4b_1: 3
and3_1: 12
dfxtp_1: 108
nor4_1: 5
clkbuf_8: 9
xnor2_1: 43
nor2_2: 3
nor2_1: 118
edfxtp_1: 12
clkdlybuf4s50_1: 15
or3_1: 7
nor2_4: 8
and4_1: 9
or4_1: 3
## metal layers
| layer | share of wire (%) | routed length, um |
|---|---|---|
| met1 | 54 | 4532 |
| met2 | 41 | 3431 |
| met3 | 3.6 | 301 |
| met4 | 1.1 | 95 |
| met5 | 0 | 0 |
## critical path, stage by stage (launching register included)
cell,delay [ns]
dfxtp_1,0.38
nand4_1,0.19
or3_1,0.42
a311oi_1,0.43
o21bai_2,0.20
buf_4,0.31
## logic make-up after synthesis
kind of cell	after synthesis	share of synthesized area [%]
fa+ha+maj	12	2.841
buf+inv	42	3.693
xor+xnor	88	14.58
simple gates	289	27.75
flops	120	47.73
compound gates	27	3.409
## power breakdown
group	internal, uW	switching, uW	leakage [uW]	total [uW]
registers	1400	10.7	0.000994	1410
clock network	1020	546	0.000273	1570
logic	19.1	27.1	0.000971	46.2
total	2440	583	0.00224	3020
No activity file was given, so power comes from the tool's default toggle rates.
